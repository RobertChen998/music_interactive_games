==> ./design.v <==
module SramAddrEncoder (
    input i_clk,
    input i_rst_n,
    input [20:0] i_object_pixel_index,
    output [19:0] o_sram_addr
);
    localparam BG_START = 0;
    reg [19:0] sram_addr_r, sram_addr_w;
    assign o_sram_addr = sram_addr_r;
    always @(*) begin
        sram_addr_w = BG_START + (i_object_pixel_index >> 2);
    end
    always @(posedge i_clk or negedge i_rst_n) begin
        if (!i_rst_n) begin
            sram_addr_r <= 0;
        end
        else begin
            sram_addr_r <= sram_addr_w;
        end
    end
endmodule
==> ./run.sh <==
#!/bin/bash
# OpenROAD 26Q1-2900-gdf79404cd8, Yosys 0.63+post, stock flow scripts
make -C /OpenROAD-flow-scripts/flow DESIGN_CONFIG=/design/flow/config.mk WORK_HOME=/design/flow/orfs finish
==> ./config.mk <==
export PLATFORM = sky130hd
export DESIGN_NAME = SramAddrEncoder
export DESIGN_NICKNAME = SramAddrEncoder
export VERILOG_FILES = /design/flow/design.v
export SDC_FILE = /design/flow/constraint.sdc
export NUM_CORES = 4
export LEC_CHECK = 1
export CORE_AREA = 10 10 79 79
export DIE_AREA = 0 0 89 89
==> ./constraint.sdc <==
current_design SramAddrEncoder

set clk_period 1.0
set clk_io_pct 0.2

create_clock -name clk0 -period $clk_period [get_ports {i_clk}]

set non_clock_inputs [all_inputs -no_clocks]
set_input_delay [expr $clk_period * $clk_io_pct] -clock clk0 $non_clock_inputs
set_output_delay [expr $clk_period * $clk_io_pct] -clock clk0 [all_outputs]
==> Changelog: implementation <==
## Implementation

- Sequential power share: 0.558
- Buf/Inv on CP: 1
- Period utilization: 0.930
- Vias in the first global route: 389
- Cell Pwr Density: between 1500 and 2000 nW/um^2
- ANT cells: 0
- Ys cells: 21
- Synth-to-layout area growth: 86.6%
- Row count: 25
- GP Congestion: a little over 0.6
- Final hold slack: between 0.2 and 0.3 ns
- Top reg by flops: sram_addr_r
- Status: completed
- Worst vdd ir: ~320 uV
- Setup TNS: 0 ns
- Top Registers: sram_addr_r (19)
- Max Slew Vio Count: 0
- Critical Path Start Type: flip-flop
- Max Clock Freq: around 1.1 GHz
- Min-delay worst type: in2async
- Routed Antenna Nets: 0
- RSZ-0062 raised after global routing: no
- Postcts setup bufs: 0
- Post-route DRC: 0
- Log Warnings: 27
- Top cell excl fill/tap: clkdlybuf4s50_1
- Slowest stage cell, crit path: dfrtp_1
- Post-route minimum period: about 0.93 ns
- Core Box Area: 4660 um^2
- Gate Count Post-Synth: 21
- Hold Vio Cnt, Final: 0
- Die y size: roughly 89 um
- Io pins: around 43
- Global Route Usage Sum: 0.0334
- Final setup fails: 0
- CTS buffer count: 3
- Sw power: around 0.28 mW
- Dominant cell area share: 0.977
- Worst Setup End Kind: output port
- Hold_buf cts: 0
- Post-synthesis sequential area ratio: 0.977
- 1st-iter DRT viols: 3
- Clk slew on worst S/H paths: 0.07 ns
- Post-Place Setup Slack: around 0.0085 ns
- Clock tree root buffer cell: clkbuf_8
- Via density: between 2 and 3
- Pin count of the biggest net entering global routing: 20
- Leading cell types in the layout, fill and taps excluded: 20 x clkdlybuf4s50_1, 19 x dfrtp_1, 14 x buf_2
- Setup ws final: between 0.06 and 0.07 ns
- CP Data Arrival Time: between 0.7 and 0.8 ns
- First-pass GRT wire length: approximately 2100 um
- CTS Sinks: 19
- Clock power frac: 0.351
- DRT Pass-1 Iters: 2
- CP Class: reg2out
- Pint: 1.18 mW
- CTS H-tree depth: 1
- Max incr delay on CP: around 0.37 ns
- Fp_density: 0.104
- Synthesized area per cell: approximately 23 um^2
- Worst-path cell chain: buf_2
- Vias: between 300 and 400
- CTS tree: yes
- Routed wire per std cell: between 10 and 15 um
- Share of cells above drive strength 1: 0.375
- Max reg flops: 19
- Yosys stat chip area: 487 um^2
- Max Buffers Root-to-Sink: 2
- CP max FO: 1
- Yosys cell types: 3
- Die Area: 7920 um^2
- Routed wire length: 1420 um
- Switch share: 0.190
- Worst EP required: roughly 0.80 ns
- Kind of cell adding the most delay to the critical path: flip-flops
- Filler cell count: approximately 500
- Ys Warns: 1
- Leakage: between 0.4 and 0.5 nW
- Yosys reg bits: 19
- Top cells by area: dfrtp_1 98%, buf_4 1.5%, conb_1 0.77%
- Mapped Area: ~500 um^2
- Gr ovfl total: 0
- Cell taking the most area after synthesis: dfrtp_1
- Combinational power share: 0.090
- Total of max-cap violations: 0
- PortBufs: 39
- Antenna violations before repair: 0
- Die x size: between 80 and 90 um
[cells in the mapped netlist]
cell type and n:
buf_4 1, dfrtp_1 19, conb_1 1
[through the flow]
step	total power [mW]	utilization	instance area (um^2)	instances
after global routing	1.54	0.195	908	118
after floorplan	0.823	-	487	21
after detailed placement	1.01	0.205	957	114
after CTS	1.50	0.200	933	118
after global placement	1.00	0.205	957	114
final	1.46	0.195	908	118
[path summary, 6_finish.rpt]
| check | cells after the start | endpoint | start |
|---|---|---|---|
| min in group clk0 | 1 | sram_addr_r[11] | i_object_pixel_index[13] |
| hold / removal | 2 | sram_addr_r[4] | i_rst_n |
| max in group asynchronous | 2 | sram_addr_r[1] | i_rst_n |
| setup / recovery | 1 | o_sram_addr[12] | sram_addr_r[12] |
[cell families after synthesis]
logic type / share of synthesized area
buf+inv: 0.0154
flops: 0.977
other cells: 0.00770
[layer usage]
layer  track usage  vias up  routed length, um
met5             0        -                  0
met4        0.0130        0                 65
met3       0.00367        5                 87
met2        0.0605       15                787
met1        0.0395      159                476
li1              -      145                  -
[cell type report]
type / instances / area (um^2) / share of cell area
multi-input combinational: 1 / 3.75 / 0.00413
clock buffer: 3 / 41.3 / 0.0455
clock inverter: 1 / 5.00 / 0.00551
sequential: 19 / 475 / 0.523
tap: 54 / 67.6 / 0.0744
timing repair buffer: 40 / 315 / 0.347
[power by group through the flow]
stage	clock network, mW	registers [mW]	logic, mW
4_1_cts	0.543	0.816	0.143
5_1_grt	0.573	0.820	0.146
6_report	0.513	0.816	0.132
[repair_timing]
action,4_1_cts,5_1_grt
resized,52,5
cloned,0,0
pin swaps,0,0
setup endpoints to repair,19,5
No activity file was given, so power comes from the tool's default toggle rates.
