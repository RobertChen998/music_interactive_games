File: flow/config.mk
export PLATFORM = sky130hd
export DESIGN_NAME = oscillator
export DESIGN_NICKNAME = oscillator
export VERILOG_FILES = /design/flow/design.v
export SDC_FILE = /design/flow/constraint.sdc
export NUM_CORES = 4
export LEC_CHECK = 1
export CORE_UTILIZATION = 50
File: flow/constraint.sdc
current_design oscillator

set clk_period 4.4
set clk_io_pct 0.2

create_clock -name clk0 -period $clk_period [get_ports {clk}]

set non_clock_inputs [all_inputs -no_clocks]
set_input_delay [expr $clk_period * $clk_io_pct] -clock clk0 $non_clock_inputs
set_output_delay [expr $clk_period * $clk_io_pct] -clock clk0 [all_outputs]
File: flow/design.v
module oscillator (
    input rst_n,
    input clk,
    input [7:0]note,
    output out
);
    wire [1759:0] note_to_cycles= 1760'h01754018b701a2f01bbe01d6401f24020fe022f4025080273c0299102c0a02ea80316e0345f0377c03ac903e48041fc045e804a1004e78053220581405d51062dd068be06ef90759207c90083f808bd10942109cf00a6450b0280baa20c5bb0d17d0ddf20eb240f920107f0117a212843139e114c8b160511754418b761a2fa1bbe41d6491f24020fe122f4425086273c2299162c0a22ea88316ec345f4377c83ac933e48141fc245e894a10c4e7845322c581445d51162dd968be96ef91759267c90283f848bd13942199cf08a6458b0289baa23c5bb3d17d3ddf22;
    reg [19:0] cycle;
    reg [20:0] cnt_r,cnt_w;
    reg o_r,o_w;
    integer i;
    assign out=o_r;
    always @(*) begin
        for (i=0;i<20;i=i+1) begin
            cycle[i]=note_to_cycles[i+20*(note-21)];
        end
    end
    always @(*) begin
        cnt_w=cnt_r+1;
        o_w=o_r;
        case (o_r)
            0:begin
                if(cnt_r>=cycle)begin
                    cnt_w=0;
                    o_w=1;
                end
            end 
            1:begin
                if(cnt_r>=cycle)begin
                    cnt_w=0;
                    o_w=0;
                end
            end
            default:begin
                cnt_w=cnt_r+1;
                o_w=o_r;
            end
        endcase
        if(note==0)begin
            cnt_w=0;
            o_w=0;
        end
    end
    always @(negedge rst_n or posedge clk)begin
        if(!rst_n)begin
            cnt_r<=0;
            o_r<=0;
        end
        else begin
            cnt_r<=cnt_w;
            o_r<=o_w;
        end
    end
endmodule
File: flow/run.sh
#!/bin/bash
# OpenROAD 26Q1-2900-gdf79404cd8, Yosys 0.63+post, stock flow scripts
make -C /OpenROAD-flow-scripts/flow DESIGN_CONFIG=/design/flow/config.mk WORK_HOME=/design/flow/orfs finish
==> impl_metrics.json <==
{
  "run_status": "finished, violations left",
  "failed_checks": "negative setup slack",
  "cts_tree": "built",
  "syn_inst": 2863,
  "yosys_most_used_dff": "sky130_fd_sc_hd__dfrtp_1",
  "chipArea_sq_mm": 0.0337,
  "max_freq_mhz": 145,
  "critical-path-slowest-cell": "sky130_fd_sc_hd__fa_4",
  "hold_path.startpoint": "cnt_r[0]",
  "core_sq_mm": 0.0325,
  "timing.max_cap.violations": 0,
  "x_dimension_of_the_die_um": 184,
  "post_synth_main_area_contributors": "sky130_fd_sc_hd__a21oi_1 (12%), sky130_fd_sc_hd__o21ai_0 (11%), sky130_fd_sc_hd__nor2_1 (7.6%), sky130_fd_sc_hd__nand2_1 (7.4%), sky130_fd_sc_hd__clkbuf_1 (5.8%)",
  "rows": 66,
  "grt_busiest_layer": "met2",
  "critical_path.startpoint": "note[1]",
  "io-pin-count": 11,
  "top_area_cell": "sky130_fd_sc_hd__a21oi_1",
  "design_power_total_mw": 18.2,
  "netlist-cell-type-count": 93,
  "p_per_area_mw_per_mm2": 750,
  "number_of_logged_tool_warnings": 31,
  "place_ws_ns": -3.14,
  "timing.slew.headroom": 0.421,
  "root_buffer_selected_by_cts": "sky130_fd_sc_hd__clkbuf_16",
  "cts_buffers": 3,
  "critPathMostFrequentCell": "sky130_fd_sc_hd__a21oi_1",
  "finalMaxSlewViolations": 0,
  "postLayoutCoreUtil": 0.747,
  "antenna_found_initial": 10,
  "cts_num_sinks": 22,
  "placement.io_buffers": 10,
  "floorplanUtilization": 0.507,
  "drt-vias-per-instance": 7.52,
  "gp_congestion": 1.29,
  "grt_max_degree": 84,
  "final_sum_of_negative_setup_slack_ns": -54.36,
  "critPathRequiredTime_ns": 4.58,
  "wl_per_cell_um": 26.5,
  "mappedNetlistArea_sq_mm": 0.0165,
  "postLayoutSetupSlackWorst_ns": -2.50,
  "crit_path_start_kind": "primary input",
  "die-height_um": 184,
  "final_skew_ns": 0.00135,
  "fin_hold_ws_ns": 0.523,
  "timing.final.setup_violations": 22,
  "synth.yosys.warnings": 1,
  "worstPathBufferInverterCount": 8,
  "finalHoldViolations": 0,
  "layout-area-overhead-vs-synth_pct": 47.2,
  "post_layout_nonfiller_instances": 3933,
  "synth_flops": 22,
  "min-delay-path-class": "flip-flop to flip-flop",
  "gr-usage-met1": 0.743,
  "clock_tree.buffer_depth": 2,
  "yosys_cells": 2863,
  "groute.layer.met2.usage": 0.820,
  "ir_worst_vdd_mv": 0.597,
  "cts_hold_repair.buffers": 0,
  "leading_cell_types_by_count_after_synthesis": "sky130_fd_sc_hd__a21oi_1 (387), sky130_fd_sc_hd__o21ai_0 (350), sky130_fd_sc_hd__nor2_1 (335)",
  "cp_slowest_stage_delay_ns": 0.89,
  "dp_hpwl_mm": 72.3,
  "vias_in_the_first_global_route": 26900,
  "detailedRoute.firstPassIterationCount": 15,
  "htree_num_levels": 1,
  "totalWireLength_mm": 104,
  "r2r-start": "cnt_r[0]",
  "timing.setup.critical_path_class": "primary input to flip-flop",
  "clk-insertion-delay-late_ns": 0.25,
  "setup_repair_after_global_routing_missed_its_margin": "yes",
  "clkTransAtPathRegs_ns": 0.06,
  "timing.critical_path.arrival_ns": 7.08,
  "synth.avg_cell_area_sq_um": 5.76,
  "worst-slew-pin-transition_ns": 0.865,
  "share_of_post_route_cells_with_drive_strength_above_1": 0.317,
  "postRouteAntennaNets": 0,
  "edf_count": 0,
  "grt_first_pass_wirelength_mm": 158,
  "critical_path.max_fanout": 16,
  "asyncSetResetFlopFracSynth": 1.00,
  "drt_iter0_markers": 5701,
  "timing.critical_path.max_delay_family": "AND-OR/OR-AND gates",
  "n_fill_cell": 2529,
  "synthMostInstantiatedCell": "sky130_fd_sc_hd__a21oi_1",
  "finalCriticalPeriod_ns": 6.90,
  "placed_cells": 3887,
  "globalRoute.totalOverflow": 0,
  "synth_sequential_area_ratio": 0.0334,
  "synth.yosys.chip_area_sq_mm": 0.0165,
  "place_area_sq_mm": 0.0232,
  "synth_largest_type_area_fraction": 0.117,
  "worstSetupEndpointType": "flip-flop",
  "grt_use_total": 0.614,
  "timing.final.crit_share": 1.57,
  "route.detailed.drc": 0,
  "met3_layer_usage_reported_by_global_route": 0.343,
  "num_vias": 29600,
  "power.leakage_nw": 9.92,
  "layout.cell_area.non_filler_sq_mm": 0.0243
}
cell type report:
cell class | count | area [sq um] | share of cell area
flip-flops and latches | 22 | 551 | 0.0227
clock buffers | 4 | 88.8 | 0.00366
well taps | 442 | 553 | 0.0228
diodes | 5 | 12.5 | 0.000515
inverters | 18 | 85.1 | 0.00350
multi-input cells | 2492 | 15500 | 0.638
repair buffers | 950 | 7500 | 0.309
flip-flops by register name, indices dropped and copies added, names as in the netlist:
register / count
o_r: 1
cnt_r: 21
cell usage in the layout (no fill, tap or decap), types with 38 or more instances in the layout:
| master | count |
|---|---|
| sky130_fd_sc_hd__o21ai_0 | 337 |
| sky130_fd_sc_hd__a221oi_1 | 38 |
| sky130_fd_sc_hd__a211oi_1 | 52 |
| sky130_fd_sc_hd__o211ai_1 | 57 |
| sky130_fd_sc_hd__nor2_1 | 309 |
| sky130_fd_sc_hd__a22oi_1 | 42 |
| sky130_fd_sc_hd__buf_4 | 902 |
| sky130_fd_sc_hd__xnor2_1 | 48 |
| sky130_fd_sc_hd__nand3_1 | 72 |
| sky130_fd_sc_hd__o221ai_1 | 39 |
| sky130_fd_sc_hd__a21oi_1 | 378 |
| sky130_fd_sc_hd__nand2_1 | 315 |
| sky130_fd_sc_hd__nor3_1 | 73 |
| sky130_fd_sc_hd__o22ai_1 | 79 |
| sky130_fd_sc_hd__a31oi_1 | 67 |
path summary, 6_finish.rpt:
kind | end | depth (start not counted) | slack [ns]
min in group asynchronous | cnt_r[10] | 2 | 0.98
max | cnt_r[17] | 31 | -2.50
min reg2reg | cnt_r[0] | 1 | 0.52
max in group asynchronous | cnt_r[5] | 2 | 3.20
min | cnt_r[0] | 1 | 0.52
max reg2reg | cnt_r[17] | 14 | 1.70
what timing repair did:
action                     in CTS  in global routing
setup buffers                  22                 11
gates resized                  94                 78
cloned                          5                  0
setup endpoints to repair      22                 22
pin swaps                      47                 49
layer usage:
metal / wire length [um] / vias up / part of all wire
met2: 38700 / 3249 / 0.37
met4: 10900 / 12 / 0.10
met3: 19200 / 1192 / 0.18
met5: 140 / - / 0.0013
met1: 35400 / 12900 / 0.34
li1: - / 12300 / -
cells by family after synthesis:
family | Yosys count | share of synthesized area
muxes | 5 | 0.00379
buffers and inverters | 352 | 0.0812
adders and majority gates | 41 | 0.0315
xor gates and xnor gates | 98 | 0.0562
and+or+nand+nor | 943 | 0.251
DFF | 22 | 0.0334
AOI/OAI and AO/OA | 1402 | 0.543
power by group:
part	switching, mW	total (mW)	internal [mW]
combinational	10.4	17.7	7.32
clock	0.0692	0.208	0.139
sequential	0.0546	0.299	0.244
total	10.5	18.2	7.71
Power is estimated from default activity; no workload was simulated.
