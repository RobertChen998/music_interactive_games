==> ./design.v <==
module core (
    input clk,
    input rst_n,
    input [15:0] position_note,
    input [31:0] position_hand,
    input [2:0] tolerance,
    output [9:0] score,
    output [15:0] circle1_position,
    output [15:0] circle2_position,
    output [15:0] circle3_position,
    output [15:0] circle4_position,
    output [15:0] circle5_position,
    output circle1_show,
    output circle2_show,
    output circle3_show
);
    parameter MINUS1 = 16'hffff;
    reg [9:0] score_r, score_w;
    reg [15:0] circle1_position_r, circle1_position_w;
    reg [15:0] circle2_position_r, circle2_position_w;
    reg [15:0] circle3_position_r, circle3_position_w;
    reg [15:0] circle4_position_r, circle4_position_w;
    reg [15:0] circle5_position_r, circle5_position_w;
    reg circle1_show_r,circle1_show_w;
    reg circle2_show_r,circle2_show_w;
    reg circle3_show_r,circle3_show_w;
    reg [7:0] order_r, order_w;
    wire [7:0] lx, ly, rx, ry;
    reg circle1_hit, circle2_hit, circle3_hit;
    assign score = score_r;
    assign circle1_position = circle1_position_r;
    assign circle2_position = circle2_position_r;
    assign circle3_position = circle3_position_r;
    assign circle4_position = circle4_position_r;
    assign circle5_position = circle5_position_r;
    assign circle1_show = circle1_show_r;
    assign circle2_show = circle2_show_r;
    assign circle3_show = circle3_show_r;
    assign lx=position_hand[31:24];
    assign ly=15-position_hand[23:16];
    assign rx=position_hand[15:8];
    assign ry=15-position_hand[7:0];
always_comb begin
    circle4_position_w[15:8]=lx;
    circle4_position_w[7:0]=ly;
    circle5_position_w[15:8]=rx;
    circle5_position_w[7:0]=ry;
    if(lx==MINUS1 || ly==MINUS1)begin
        circle4_position_w = 0;
    end
    if(rx==MINUS1 || ry==MINUS1)begin
        circle5_position_w = 0;
    end
end
    always_comb begin
        score_w = score_r;
        circle1_position_w = circle1_position_r;
        circle2_position_w = circle2_position_r;
        circle3_position_w = circle3_position_r;
        order_w = order_r;
        circle1_show_w= circle1_show_r;
        circle2_show_w= circle2_show_r;
        circle3_show_w= circle3_show_r;
        if(circle1_position_r!=position_note && circle2_position_r!=position_note && circle3_position_r!=position_note && position_note!=MINUS1)begin
            order_w = order_r + 1; 
            if(order_w==3)begin
                order_w = 0;
            end
            case(order_r) 
                0:begin
                    circle1_position_w = position_note;
                    circle2_position_w = circle2_position_r;
                    circle3_position_w = circle3_position_r;
                    circle1_show_w= 1;
                end
                1:begin
                    circle1_position_w = circle1_position_r;
                    circle2_position_w = position_note;
                    circle3_position_w = circle3_position_r;
                    circle2_show_w= 1;
                end
                2:begin
                    circle1_position_w = circle1_position_r;
                    circle2_position_w = circle2_position_r;
                    circle3_position_w = position_note;
                    circle3_show_w= 1;
                end
                default:begin
                    circle1_position_w = circle1_position_r;
                    circle2_position_w = circle2_position_r;
                    circle3_position_w = circle3_position_r;
                    circle1_show_w= circle1_show_r;
                    circle2_show_w= circle2_show_r;
                    circle3_show_w= circle3_show_r;
                end
            endcase
        end
        if(circle1_hit && circle1_show_r)begin
            circle1_show_w = 0;
            score_w = score_r + 5;
        end
        if(circle2_hit && circle2_show_r)begin
            circle2_show_w = 0;
            score_w = score_r + 5;
        end
        if(circle3_hit && circle3_show_r)begin
            circle3_show_w= 0;
            score_w = score_r + 5;
        end
    end
always_comb begin 
    circle1_hit = 0;
    circle2_hit = 0;
    circle3_hit = 0;
    if(position_hand[15:0]!=MINUS1)begin
        if( (rx-circle1_position_r[15:8] < tolerance ||  circle1_position_r[15:8]-rx < tolerance) &&
            (ry-circle1_position_r[7: 0] < tolerance ||  circle1_position_r[7: 0]-ry < tolerance)   )begin
               circle1_hit = 1;
        end
        if( (rx-circle2_position_r[15: 8] < tolerance || circle2_position_r[15: 8]-rx < tolerance) &&
            (ry-circle2_position_r[ 7: 0] < tolerance || circle2_position_r[ 7: 0]-ry < tolerance)  )begin
               circle2_hit = 1;
        end
        if( (rx-circle3_position_r[15: 8] < tolerance && circle3_position_r[15: 8]-rx < tolerance) &&
            (ry-circle3_position_r[ 7: 0] < tolerance && circle3_position_r[ 7: 0]-ry < tolerance)  )begin
                circle3_hit = 1;
        end
    end
    if(position_hand[31:16]!=MINUS1)begin
        if( (lx-circle1_position_r[15: 8] < tolerance || circle1_position_r[15: 8]-lx < tolerance) &&
            (ly-circle1_position_r[ 7: 0] < tolerance || circle1_position_r[ 7: 0]-ly < tolerance)  )begin
                circle1_hit = 1;
        end
        if( (lx-circle2_position_r[15: 8] < tolerance || circle2_position_r[15: 8]-lx < tolerance) &&
            (ly-circle2_position_r[ 7: 0] < tolerance || circle2_position_r[ 7: 0]-ly < tolerance)  )begin
                circle2_hit = 1;
        end
        if( (lx-circle3_position_r[15: 8] < tolerance || circle3_position_r[15: 8]-lx < tolerance) &&
            (ly-circle3_position_r[ 7: 0] < tolerance || circle3_position_r[ 7: 0]-ly < tolerance)  )begin
                circle3_hit = 1;
        end
    end
end
    always_ff @(posedge clk or negedge rst_n)begin
        if(!rst_n)begin
            score_r <= 0;
            circle1_position_r <= 0;
            circle2_position_r <= 0;
            circle3_position_r <= 0;
            circle4_position_r <= 0;
            circle5_position_r <= 0;
            order_r <= 0;
            circle1_show_r <= 1;
            circle2_show_r <= 1;
            circle3_show_r <= 1;
        end
        else begin
            score_r <= score_w;
            circle1_position_r <= circle1_position_w;
            circle2_position_r <= circle2_position_w;
            circle3_position_r <= circle3_position_w;
            circle4_position_r <= circle4_position_w;
            circle5_position_r <= circle5_position_w;
            order_r <= order_w;
            circle1_show_r <= circle1_show_w;
            circle2_show_r <= circle2_show_w;
            circle3_show_r <= circle3_show_w;
        end
    end
endmodule
==> ./run.sh <==
#!/bin/bash
# OpenROAD 26Q1-2900-gdf79404cd8, Yosys 0.63+post, stock flow scripts
make -C /OpenROAD-flow-scripts/flow DESIGN_CONFIG=/design/flow/config.mk WORK_HOME=/design/flow/orfs finish
==> ./config.mk <==
export PLATFORM = sky130hd
export DESIGN_NAME = core
export DESIGN_NICKNAME = core
export VERILOG_FILES = /design/flow/design.v
export SDC_FILE = /design/flow/constraint.sdc
export NUM_CORES = 4
export LEC_CHECK = 1
export CORE_UTILIZATION = 30
==> ./constraint.sdc <==
current_design core

set clk_period 5.3
set clk_io_pct 0.2

create_clock -name clk0 -period $clk_period [get_ports {clk}]

set non_clock_inputs [all_inputs -no_clocks]
set_input_delay [expr $clk_period * $clk_io_pct] -clock clk0 $non_clock_inputs
set_output_delay [expr $clk_period * $clk_io_pct] -clock clk0 [all_outputs]
==> impl_metrics.yaml <==
# synthesis and place-and-route metrics
status:
  status: "complete, no violations"
timing:
  fin_tns_setup_ns: 0
  timing.final.crit_period_ns: 4.671
  rsz0062_at_grt: "false"
  slew_violations: 0
  setup_violations: 0
  fin_hold_ws_ns: 0.5261
  tightest_slew_ns: 0.8148
  finalCritPeriodShare_pct: 88.13
  fmax_mhz: 214.1
  clock-skew-final_ns: 0.007635
  hold_viol_final: 0
  slew_headroom_pct: 45.55
clocking:
  clk_latency_ns: 0.39
  clock-sinks: 101
  postCtsHoldBufs: 0
  post_cts_resize_count: 0
  tritoncts: "built"
  postCtsSetupBuffers: 0
  clk_pin_slew_worst_paths_ns: 0.08
  clock_path_buffers: 2
  clockRootBuffer: "clkbuf_16"
  numCtsBuffers: 9
  htree_levels: 3
synth:
  ff_type: "dfrtp_1"
  edf_count: 0
  yosysWarningCount: 1
  synth_top_area_share_pct: 20.71
  syn_area_sq_mm: 0.01323
  top_cell: "ha_1"
  synthArstFlopShare_pct: 100.0
  synthCells: 1510
  yosysTopAreaCell: "ha_1"
  ys_area_sq_mm: 0.01323
  synth_area_per_cell_sq_um: 8.763
  yosys-top-cells-count: "219 x ha_1, 145 x inv_1, 98 x dfrtp_1"
  ys_seq_share_pct: 19.13
  yosys_cells: 1510
  topCellsByArea: "ha_1 21%, dfrtp_1 19%, xnor2_1 5.4%"
  numSynthFlops: 101
  ys_types: 94
drt:
  routed-via-count: 12100
  dr.pass1.iters: 5
  drc: 0
  ant_nets: 0
  routedWlPerCell_um: 21.76
  via_per_inst: 5.405
  drt_iter0_markers: 1001
  wirelength_mm: 48.71
power:
  total_leakage_power_nw: 6.896
  ir_worst_vdd_v: 0.0002171
  power_density_mw_per_mm2: 561.9
critical_path:
  start_kind: "input pin"
  critPathMaxFanout: 9
  arrival_ns: 4.94
  cp.required_ns: 5.57
  cp-end-kind: "flip-flop"
  worst-setup-path-type: "input pin to flip-flop"
floorplan:
  die-height_um: 212.0
  rows: 76
  die-width_um: 212.0
  core_sq_mm: 0.04327
  chipArea_sq_mm: 0.04495
  core_util_floorplan_pct: 30.58
  io_pins: 146
worst_hold_path:
  hp-class: "flip-flop to flip-flop"
placed_design:
  place_hpwl_mm: 38.89
  gp_congestion: 0.9707
  placement.io_buffers: 145
global_route:
  grt_max_degree: 46
  antenna_found_initial: 0
  grtUsageTotal_pct: 22.31
  grt_pass1_vias: 11530
  grt_pass1_wl_mm: 72.42
  overflow: 0
job:
  warnings: 108
  drv_cap: 0
final_layout:
  syn_to_final_growth_pct: 19.16
  drive_above_1_share_pct: 8.596
## power by group
group / total (mW) / switching [mW] / internal [mW]
clock: 0.734 / 0.357 / 0.377
sequential: 1.81 / 0.783 / 1.02
combinational: 6.32 / 3.33 / 2.99
## critical path, cell delays in order
cell             delay [ns]
clkdlybuf4s50_1        0.60
ha_1                   0.22
inv_1                  0.06
fa_1                   0.39
xor2_1                 0.18
ha_1                   0.30
a221oi_1               0.23
nand3_1                0.11
nor4_1                 0.26
or4b_1                 0.54
a22o_1                 0.23
a21bo_1                0.32
nand3_4                0.11
mux2_1                 0.32
## cell families (layout without fill, tap and decap cells)
logic type	after synthesis	after routing	share of synthesized area, %
AOI/OAI and AO/OA	407	407	21.04
and+or+nand+nor	361	361	14.98
adders and majority gates	243	243	24.34
buffers and inverters	206	348	6.175
xor gates and xnor gates	124	124	8.681
DFF	101	101	19.13
muxes	68	68	5.655
other	0	1	0
## layer usage
| layer | vias up | routed length, um | share of wire (%) | track usage, % |
|---|---|---|---|---|
| li1 | 5772 | - | - | - |
| met1 | 5803 | 22190 | 46 | 32.80 |
| met2 | 454 | 20780 | 43 | 32.66 |
| met3 | 67 | 4281 | 8.8 | 5.928 |
| met4 | 0 | 1460 | 3.0 | 5.622 |
| met5 | - | 0 | 0 | 0 |
## final timing paths
check / startpoint / slack, ns / endpoint / cells after the start
max: position_hand[24] / 0.63 / score_r[1] / 14
min: score_r[6] / 0.53 / score_r[6] / 1
max reg2reg: circle2_position_r[9] / 1.08 / score_r[1] / 11
min reg2reg: score_r[6] / 0.53 / score_r[6] / 1
max in group asynchronous: rst_n / 3.62 / circle3_show_r / 2
min in group asynchronous: rst_n / 0.71 / circle5_position_r[9] / 1
## final cells by class
cell class / instances / area [sq um]
clock buffers: 10 / 229.0
diodes: 1 / 2.502
well taps: 585 / 732.0
flip-flops and latches: 101 / 2531
fillers: 4365 / 27500
multi-input cells: 1203 / 9883
repair buffers: 187 / 1764
inverters: 145 / 544.3
clock inverters: 6 / 80.08
## layout by cell type (no fill, tap or decap), types with 10 or more instances in the layout
cell,synthesis,routed
ha_1,219,219
inv_1,145,145
clkdlybuf4s50_1,0,144
dfrtp_1,98,98
a21oi_1,90,90
o21ai_0,83,83
xnor2_1,82,82
nand2_1,67,67
nor2_1,60,60
mux2_2,53,53
buf_4,0,43
nand4_1,38,38
xor2_1,37,37
nand2b_1,28,28
nand3_1,27,27
nor2b_1,25,25
nor3_1,24,24
a21o_1,24,24
fa_1,24,24
a21boi_0,22,22
nor4_1,20,20
a31oi_1,19,19
o21a_1,17,17
o2111ai_1,15,15
a211oi_1,15,15
o211ai_1,15,15
a221oi_1,14,14
mux2i_1,14,14
and3_1,11,11
nand3b_1,10,10
## sequential cells by signal, summed over array words and instances (netlist names)
signal and flops:
circle1_position_r 16, circle2_position_r 16, circle3_position_r 16, circle4_position_r 16, circle5_position_r 16, score_r 10
order_r 8, circle1_show_r 1, circle2_show_r 1, circle3_show_r 1
## stage by stage
| step | cells | area [sq um] | total power [mW] | utilization [%] | setup WS (ns) |
|---|---|---|---|---|---|
| 4_1_cts | 2237 | 15760 | 8.830 | 36.43 | 0.6234 |
| 2_1_floorplan | 1510 | 13230 | 5.929 | - | 1.030 |
| 3_5_place_dp | 2221 | 15450 | 8.040 | 35.72 | 0.2310 |
| 5_1_grt | 2237 | 15760 | 9.733 | 36.43 | 0.3261 |
| 6_report | 2238 | 15770 | 8.858 | 36.44 | 0.6293 |
| 3_3_place_gp | 2221 | 15450 | 8.046 | 35.72 | 0.1853 |
Power and IR drop assume default switching activity.
